==> ./config.mk <==
export PLATFORM = sky130hd
export DESIGN_NAME = binary_to_bcd
export DESIGN_NICKNAME = binary_to_bcd
export VERILOG_FILES = /design/flow/design.v
export SDC_FILE = /design/flow/constraint.sdc
export NUM_CORES = 4
export LEC_CHECK = 1
export CORE_AREA = 10 10 70 70
export DIE_AREA = 0 0 80 80
==> ./constraint.sdc <==
current_design binary_to_bcd

set clk_period 6.9
set clk_io_pct 0.2

create_clock -name clk0 -period $clk_period

set non_clock_inputs [all_inputs -no_clocks]
set_input_delay [expr $clk_period * $clk_io_pct] -clock clk0 $non_clock_inputs
set_output_delay [expr $clk_period * $clk_io_pct] -clock clk0 [all_outputs]
==> ./design.v <==
module add3 (
 input logic [3:0] a,
 output logic [3:0] y
);
assign y = (a > 4) ? a + 3 : a;
endmodule  
module binary_to_bcd (
 input logic [7:0] b,
 output logic [3:0] hundreds,
 output logic [3:0] tens,
 output logic [3:0] ones
);
 logic [3:0] a1, a2, a3, a4, a5, a6, a7;
 logic [3:0] y1, y2, y3, y4, y5, y6, y7;
 add3 U_ADD3_1 (.a(a1), .y(y1));
 add3 U_ADD3_2 (.a(a2), .y(y2));
 add3 U_ADD3_3 (.a(a3), .y(y3));
 add3 U_ADD3_4 (.a(a4), .y(y4));
 add3 U_ADD3_5 (.a(a5), .y(y5));
 add3 U_ADD3_6 (.a(a6), .y(y6));
 add3 U_ADD3_7 (.a(a7), .y(y7));
 assign a1 = {1'b0, b[7:5]};
 assign a2 = { y1[2:0], b[4] };
 assign a3 = { y2[2:0], b[3] };
 assign a4 = { y3[2:0], b[2] };
 assign a5 = { y4[2:0], b[1] };
 assign a6 = {1'b0,y1[3],y2[3],y3[3]};
 assign a7 = {y6[2:0],y4[3]};
 assign hundreds = {1'b0,1'b0,y6[3],y7[3]};
 assign tens= {y7[2:0],y5[3]};
 assign ones = {y5[2:0],b[0]};
endmodule
==> ./run.sh <==
#!/bin/bash
# OpenROAD 26Q1-2900-gdf79404cd8, Yosys 0.63+post, stock flow scripts
make -C /OpenROAD-flow-scripts/flow DESIGN_CONFIG=/design/flow/config.mk WORK_HOME=/design/flow/orfs finish
==> git commit body <==
Update PnR metrics after Yosys + OpenROAD run

- Total congestion overflow after global routing: 0
- Area of the synthesized netlist per yosys stat: 844.6 µm²
- Area leader share: 0.1185
- The floorplan step defined a die boundary enclosing 0.006400 mm².
- The script logs the mean routed wire length per placed instance as 10.64 µm.
- Post-DP HPWL: 1554 µm
- Number of placed instances with taps included: 179
- Dividing total power by cell area gives a power density of 125.9 mW/mm².
- The filler cells instantiated in the layout total 360.
* Final Non-Filler Cells: 181
- Crit share post-route: 0.9643
* Path type of the worst setup path: in -> out
* # diodes: 0
- Counting I/O delays and the setup requirement, the final critical path takes 6653 ps.
- Summing all non-filler instances in the final layout gives an area of 0.001100 mm².
* Max transition margin: 0.6133
- Endpoint class of the critical path: output pin
* First-pass GRT wire length: 3408 µm
- The final route contains 857 vias.
- Relative to the synthesized area, the layout overhead comes to 30.22%.
- Worst-path maximum fanout: 7
- In this run the count of I/O pins placed on the die edge is 20.
* Total number of sequential cells: 0
- Port-buffer cells: 16
- Number of global-route vias before repair: 770
- Sequential share of the synthesized area: 0
- The iteration count recorded for the first detailed-route pass is 4.
* Average vias per placed instance: 4.735
- DR iter-0 viols: 84
- Max-cap check violation count: 0
- Yosys mapped the design onto 44 distinct sky130hd cell types.
* Max-slew violation total from the final report: 0
- The die is 80 µm tall.
- The cell area that synthesis handed to floorplanning was 844.6 µm².
* Routability-driven placement congestion ratio: 0.9095
* Post-Route WL: 1926 µm
- Top area cells in the synthesized netlist: sky130_fd_sc_hd__ha_1 (12%), sky130_fd_sc_hd__nand2_1 (7.1%), sky130_fd_sc_hd__xnor2_1 (6.2%), sky130_fd_sc_hd__inv_1 (4.4%), sky130_fd_sc_hd__a21oi_1 (4.1%)
- Slew of the pin with the lowest slew margin: 580.1 ps
- According to the floorplan report, the die width is 80 µm.
- The number of hold buffers added after CTS was 0.
- For hold timing, the worst endpoint is ones[0].
* FP Util: 0.2473
- The layout summary lists the proportion of cells stronger than drive strength 1 as 0.1704.
- Outcome: finished, final reports clean
- After synthesis, the design contains 122 cells according to Yosys.
- Remaining design rule violation count: 0
* Cell area after placement: 0.001040 mm²
- After technology mapping, the gate count stands at 122.
- Hold analysis shows the worst path with a depth of 0.
- Req. time, crit path: 5520 ps
- Antenna violations before repair: 0
- Entering global routing, the biggest net connects 18 pins.
- STA classifies the critical path startpoint as a primary input.
* Log Warnings: 36
* Worst IR drop on VDD: 0.05409 mV
- In this build the clock could be raised as far as 150.3 MHz.
* Final setup violation count: 0
- Clock buffer count: 0
- The script extracted a total leakage power of 0.4327 nW.
* Placeable core region: 0.003416 mm²
* Hold path start: b[0]
- The count of nets left with antenna violations once routing finished came out at 0.
- Final Hold Vio Count: 0
- Hold crit path type: in -> out
- Row generation in the floorplan step produced 21 rows.
- The warning tally printed by Yosys for this design is 0.
* Syn Area/Cell: 6.923 µm²
* Final TNS setup: 0 ps
- Total area of sequential cells: 0 µm²
- Total global-route track usage over all layers is 0.06012.
- The cell type that accounts for the most area after synthesis is sky130_fd_sc_hd__ha_1.
- Data arrival time of the worst path: 5270 ps
-- per-stage QoR --
step                        util  total power, mW  hold WS [ps]  setup slack, ps
after floorplan                -          0.08430          2826             1346
after global placement    0.3044           0.1322          2760            73.68
after detailed placement  0.3044           0.1327          2760            4.413
after CTS                 0.3051           0.1341          2760            106.3
after global routing      0.3220           0.1553          2760           -8.297
final                     0.3220           0.1385          2760            246.6
-- cells in the final DEF (no fill, tap or decap), types with 2 or more instances in the layout --
| cell | instances |
|---|---|
| sky130_fd_sc_hd__a211oi_1 | 2 |
| sky130_fd_sc_hd__a21oi_1 | 6 |
| sky130_fd_sc_hd__a311oi_1 | 2 |
| sky130_fd_sc_hd__a32oi_1 | 2 |
| sky130_fd_sc_hd__buf_4 | 4 |
| sky130_fd_sc_hd__clkdlybuf4s50_1 | 16 |
| sky130_fd_sc_hd__conb_1 | 2 |
| sky130_fd_sc_hd__ha_1 | 7 |
| sky130_fd_sc_hd__inv_1 | 10 |
| sky130_fd_sc_hd__mux2_2 | 2 |
| sky130_fd_sc_hd__mux2i_1 | 3 |
| sky130_fd_sc_hd__nand2_1 | 16 |
| sky130_fd_sc_hd__nand2b_1 | 3 |
| sky130_fd_sc_hd__nand3_1 | 4 |
| sky130_fd_sc_hd__nor2_1 | 7 |
| sky130_fd_sc_hd__nor3_1 | 4 |
| sky130_fd_sc_hd__nor3_2 | 2 |
| sky130_fd_sc_hd__o21ai_0 | 6 |
| sky130_fd_sc_hd__o21ai_1 | 2 |
| sky130_fd_sc_hd__o21bai_1 | 2 |
| sky130_fd_sc_hd__xnor2_1 | 6 |
-- power breakdown --
part,internal [mW],switching (mW)
logic,0.0772,0.0613
clock network,0,0
registers,0,0
-- critical path: stages --
cell                              delay [ps]
sky130_fd_sc_hd__clkdlybuf4s50_1         490
sky130_fd_sc_hd__inv_1                    60
sky130_fd_sc_hd__ha_1                    210
sky130_fd_sc_hd__inv_1                   100
sky130_fd_sc_hd__ha_4                    230
sky130_fd_sc_hd__nand2b_1                210
sky130_fd_sc_hd__nand2_1                 160
sky130_fd_sc_hd__nor3_2                  170
sky130_fd_sc_hd__a21oi_1                 100
sky130_fd_sc_hd__a22o_1                  220
sky130_fd_sc_hd__buf_4                   140
sky130_fd_sc_hd__a21oi_1                 170
sky130_fd_sc_hd__mux2_2                  390
sky130_fd_sc_hd__ha_1                    230
sky130_fd_sc_hd__nand2b_1                190
sky130_fd_sc_hd__mux2i_1                 190
sky130_fd_sc_hd__xnor2_1                 140
sky130_fd_sc_hd__clkdlybuf4s50_1         480
-- final cells by class --
class,count,area (µm²),area share
timing repair buffer,20,190.2,0.1729
tap,46,57.56,0.05233
multi-input combinational,105,814.5,0.7406
inverter,10,37.54,0.03413
-- per-layer routing --
layer | track usage | wire length [µm]
met1 | 0.09265 | 964
met2 | 0.08828 | 841
met3 | 0.01136 | 119
met4 | 0 | 0
met5 | 0 | 0
-- worst max-delay path by stage --
stage	startpoint	slack (ps)	end
6_report	b[6]	250	tens[1]
4_1_cts	b[6]	110	tens[1]
5_1_grt	b[6]	-8	ones[2]
-- synthesized netlist by cell type (all sizes together), types with 2 or more instances --
library cell	instances
a211oi	3
a21oi	7
a311oi	2
a32oi	2
buf	3
clkbuf	5
ha	8
inv	10
mux2	3
mux2i	4
nand2	16
nand2b	3
nand3	4
nor2	8
nor2b	2
nor3	6
o211ai	2
o21ai	9
o21bai	2
xnor2	7
-- repair_timing --
action	CTS	global route
hold endpoints to repair	0	0
buffers inserted	0	2
setup endpoints to repair	1	7
cloned	0	0
pin swaps	0	2
gates resized	1	7
-- logic make-up after synthesis --
group | synth area share
muxes | 0.1067
adders and majority gates | 0.1185
and+or+nand+nor | 0.2297
xor gates and xnor gates | 0.1141
buffers and inverters | 0.09334
other | 0.004440
AOI/OAI and AO/OA | 0.3333
No activity file was given, so power comes from the tool's default toggle rates.
