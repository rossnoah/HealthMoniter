### design/flow/config.mk
export PLATFORM = sky130hd
export DESIGN_NAME = clkdiv
export DESIGN_NICKNAME = clkdiv
export VERILOG_FILES = /design/flow/design.v
export SDC_FILE = /design/flow/constraint.sdc
export NUM_CORES = 4
export LEC_CHECK = 1
export CORE_AREA = 10 10 89 89
export DIE_AREA = 0 0 99 99
### design/flow/run.sh
#!/bin/bash
# OpenROAD 26Q1-2900-gdf79404cd8, Yosys 0.63+post, stock flow scripts
make -C /OpenROAD-flow-scripts/flow DESIGN_CONFIG=/design/flow/config.mk WORK_HOME=/design/flow/orfs finish
### design/flow/design.v
module clkdiv(input logic clk, input logic reset, output logic sclk);
   parameter DIVFREQ = 100;   
   parameter DIVBITS = 26;    
   parameter CLKFREQ = 100_000_000;
   parameter DIVAMT = (CLKFREQ / DIVFREQ) / 2;
   logic [DIVBITS-1:0] q;
   always_ff @(posedge clk)
     if (reset) begin
	    q <= 0;
	    sclk <= 0;
     end
     else if (q == DIVAMT-1) begin
	    q <= 0;
	    sclk <= ~sclk;
     end
     else q <= q + 1;
endmodule  
### design/flow/constraint.sdc
current_design clkdiv

set clk_period 3.1
set clk_io_pct 0.2

create_clock -name clk0 -period $clk_period [get_ports {clk}]

set non_clock_inputs [all_inputs -no_clocks]
set_input_delay [expr $clk_period * $clk_io_pct] -clock clk0 $non_clock_inputs
set_output_delay [expr $clk_period * $clk_io_pct] -clock clk0 [all_outputs]
==> flow_summary.ini <==
; implementation run metrics
[worst_setup_path]
cpMostUsedCell = or4_1
cpPeakStageDelay_ps = 700
r2r-start = q[0]
worst-r2r-cell-count = 5
ff2ff_setup_slack_ps = 840
cp_max_fo = 10
start_kind = flip-flop
crit_start = q[0]
path_cells = ha_1 > nand4_2 > or4_1 > or4_1 > a21oi_1
crit_slowest_cell = or4_1
path_class = flip-flop to flip-flop
crit_arrival_ps = 2470
cp-end-kind = flip-flop
crit_required_ps = 3310
r2r-end = q[22]
endpoint = q[22]

[placement]
portBuffers = 2
post-dp-hpwl_microns = 1715
dp_slack_ps = 894.1
place.gp.congestion = 0.8227

[power]
leakage_uw = 0.0003762
p_total_uw = 568.0
p_per_area_nw_per_um2 = 407.2
irDropWorstVdd_v = 0.0002899

[sta]
slew_viol_final = 0
finalClockPeriodUsage_pct = 72.94
setup_tns_ps = 0
finalHoldViolCount = 0
skew_ps = 6.590
rsz0062_at_grt = no
slew_headroom_pct = 64.68
fmax_ghz = 0.4423
fin_ws_ps = 839.0
min_period_ps = 2261
tightest_slew_ps = 525.0
setup_viol = 0

[global_routing]
grt_pass1_wl_microns = 4181
grt_max_degree = 16
antenna_found_initial = 0
grt_use_total_pct = 4.838
overflow = 0
grt_pass1_vias = 908

[clock_tree]
cts_buffers = 3
post-cts-setup-buffers = 0
clk_latency_ps = 270
cts_resized = 0
postCtsHoldBufs = 0
cts_tree = yes
clock_path_buffers = 2
cts.clk_slew.worst_paths_ps = 90
cts_sinks = 27
h-tree-depth = 1
root_buffer = clkbuf_8

[synthesis]
synthesis.area_sq_um = 1255
avgSynthCellArea_sq_um = 8.311
ys_seq_share_pct = 43.07
synthDistinctLibCells = 24
yosys_area_sq_um = 1255
numSynthFlops = 27
yosysWarnings = 1
syn_inst = 151
yosysCellCount = 151

[final_layout]
fill_cells = 651
final_common_cell = dfxtp_1
register_area_sq_um = 540.5
drive_gt1_share_pct = 5.298
logic_area_sq_um = 673.1
area_growth_pct = 11.17
mostFrequentLayoutCells = 27 x dfxtp_1, 18 x nor2_1, 12 x nand3_1, 12 x a21oi_1, 10 x xnor2_1

[status]
status = finished, final reports clean

[flow_run]
drv_cap = 0
warning_count = 25

[floorplanning]
die_w_microns = 99
core-area_sq_um = 5991
dieArea_sq_um = 9801
fp_util_pct = 20.95
ios = 3
die_h_microns = 99
num_rows = 28

[detailed_routing]
viasPerCell = 4.721
drtAntennaViolNets = 0
firstDrtPassIters = 4
wire_per_inst_microns = 10.82
drc = 0
drt_iter0_drc = 75
antennaDiodeCount = 0
vias = 1067
routed_wl_microns = 2445

[min_path]
hold_class = flip-flop to flip-flop
-- critical path, delay by kind of cell (launching register included) --
| family | cells | cell delay, ps |
|---|---|---|
| simple gates | 3 | 1390 |
| fa+ha+maj | 1 | 260 |
| compound gates | 1 | 160 |
| flops | 1 | 390 |
-- power by group --
| part | leakage, uW | switching, uW | total, uW | internal [uW] |
|---|---|---|---|---|
| Sequential | 0.000218 | 4.04 | 354 | 350 |
| Combinational | 0.000135 | 9.56 | 15.3 | 5.75 |
| Clock | 0.0000228 | 107 | 199 | 92.0 |
-- routing by layer --
| metal | vias up | share of wire [%] | global-route usage (%) |
|---|---|---|---|
| li1 | 555 | - | - |
| met1 | 498 | 51 | 6.823 |
| met2 | 14 | 45 | 7.565 |
| met3 | 0 | 4.1 | 1.409 |
| met4 | 0 | 0 | 0.1103 |
| met5 | - | 0 | 0 |
-- kinds of logic (layout without fill, tap and decap cells) --
family / Yosys count / count (layout) / share of synthesized area [%]
buffers and inverters: 11 / 11 / 3.588
xor gates and xnor gates: 13 / 13 / 9.073
and+or+nand+nor: 74 / 74 / 32.00
AOI/OAI and AO/OA: 25 / 25 / 11.27
adders and majority gates: 1 / 1 / 0.9968
DFF: 27 / 27 / 43.07
-- cell usage after synthesis --
library cell	n	area, sq um
and4_1	1	8.760
o21ai_0	7	35.03
ha_1	1	12.51
o31ai_1	4	30.03
a21oi_1	12	60.06
nor4_1	5	31.28
and4_2	1	10.01
xor2_1	3	26.28
nor3_1	3	15.01
xnor2_1	10	87.58
nand3_1	12	60.06
nor4b_1	2	17.52
inv_1	4	15.01
o21bai_1	1	7.510
clkbuf_1	4	15.01
or3_1	8	50.05
nor2_1	18	67.56
buf_2	3	15.01
dfxtp_1	27	540.5
or4_1	6	45.04
nand2_1	9	33.78
nand4_1	8	50.05
nand4_2	1	12.51
a31o_2	1	8.760
-- through the flow --
step           std cells  utilization (%)  instance area, sq um  hold WS [ps]
6_report             226            23.29                  1395         486.1
5_1_grt              226            23.29                  1395         526.5
4_1_cts              226            23.29                  1395         488.7
3_5_place_dp         222            22.54                  1350         468.5
3_3_place_gp         222            22.54                  1350         457.1
2_1_floorplan        151                -                  1255         438.8
-- sequential cells by signal, indices dropped and copies added, names as in the netlist --
name,count
q,26
sclk,1
-- worst min-delay path by stage --
| stage | start | end | slack (ps) | depth (start not counted) |
|---|---|---|---|---|
| 5_1_grt | sclk | sclk | 530 | 2 |
| 4_1_cts | q[25] | q[25] | 490 | 2 |
| 6_report | sclk | sclk | 490 | 2 |
-- area by class of cell --
class	instances	share of cell area [%]
Multi-Input combinational cell	113	48.25
Sequential cell	27	38.74
Tap cell	75	6.726
Clock buffer	4	3.229
Timing Repair Buffer	3	1.973
Inverter	4	1.076
Power is estimated from default activity; no workload was simulated.
