===== config.mk =====
export PLATFORM = sky130hd
export DESIGN_NAME = sevenseg_control
export DESIGN_NICKNAME = sevenseg_control
export VERILOG_FILES = /design/flow/design.v
export SDC_FILE = /design/flow/constraint.sdc
export NUM_CORES = 4
export LEC_CHECK = 1
export CORE_AREA = 10 10 80 80
export DIE_AREA = 0 0 90 90

===== constraint.sdc =====
current_design sevenseg_control

set clk_period 3.0
set clk_io_pct 0.2

create_clock -name clk0 -period $clk_period [get_ports {clk}]

set non_clock_inputs [all_inputs -no_clocks]
set_input_delay [expr $clk_period * $clk_io_pct] -clock clk0 $non_clock_inputs
set_output_delay [expr $clk_period * $clk_io_pct] -clock clk0 [all_outputs]

===== design.v =====
module count_3bit ( 
  input logic clk, rst,
  output logic [2:0] q 
  );
   always_ff @(posedge clk)
     if (rst) q <= 3'd0;
     else q <= q + 3'd1;
endmodule  
module dec_3_8(input logic [2:0] a,
 output logic [7:0] y_n);
 logic [7:0] y;
 always_comb
  begin
 case (a)
 3'd0: y = 8'b00000001;
 3'd1: y = 8'b00000010;
 3'd2: y = 8'b00000100;
 3'd3: y = 8'b00001000;
 3'd4: y = 8'b00010000;
 3'd5: y = 8'b00100000;
 3'd6: y = 8'b01000000;
 3'd7: y = 8'b10000000;
 default: y = 8'b00000000;
 endcase
y_n=~y;
 end
endmodule
module mux8 #()
    (input logic [5:0]  d0, d1, d2, d3, d4, d5, d6, d7,
     input logic [2:0]    sel,
     output logic [5:0] y );
always_comb
case (sel)
3'd0 : y = d0;
3'd1 : y = d1;
3'd2 : y = d2;
3'd3 : y = d3;
3'd4 : y = d4;
3'd5 : y = d5;
3'd6 : y = d6;
3'd7 : y = d7;
default : y = 0;
endcase
endmodule
module sevenseg_control(
    input clk,
    input rst,
    input [5:0] d0,d1,d2,d3,d4,d5,d6,d7,
    output [7:0] an_n,
    output [6:0] segs_n,
    output dp_n);
    logic [5:0] y;
    logic [2:0] sel;
    logic [2:0] q;
    count_3bit count(.clk(clk),.rst(rst),.q(q));
    assign sel = q;
    mux8 mux(.d0(d0),.d1(d1),.d2(d2),.d3(d3),.d4(d4),.d5(d5),.d6(d6),.d7(d7),.sel(sel),.y(y));
    dec_3_8 dec(.a(q),.y_n(an_n));
    sevenseg_hex hex(.data(y),.segs_n(segs_n),.dp_n(dp_n));
endmodule
module  sevenseg_hex(input logic [5:0] data,
 output logic [6:0] segs_n,
 output logic dp_n);
 logic [6:0] segs;
 logic [3:0] temp = data[3:0];
 always_comb
 begin
 case (temp)
    4'd0: segs = 7'b111_1110;
    4'd1: segs = 7'b011_0000;
    4'd2: segs = 7'b110_1101;
    4'd3: segs = 7'b111_1001;
    4'd4: segs = 7'b011_0011;
    4'd5: segs = 7'b101_1011;
    4'd6: segs = 7'b101_1111;
    4'd7: segs = 7'b111_0000;
    4'd8: segs = 7'b111_1111;
    4'd9: segs = 7'b111_0011;
    4'd10: segs = 7'b111_0111;
    4'd11: segs = 7'b001_1111;
    4'd12: segs = 7'b000_1101;
    4'd13: segs = 7'b011_1101;
    4'd14: segs = 7'b100_1111;
    4'd15: segs = 7'b100_0111;
 default: segs = 7'b000_0000;
 endcase
 if(data[5]==1) begin
 segs=7'b000_0000;
 end
 segs_n = ~segs;
 end
 assign dp_n = (data[4]&&!data[5]?0:1);
endmodule

===== run.sh =====
#!/bin/bash
# OpenROAD 26Q1-2900-gdf79404cd8, Yosys 0.63+post, stock flow scripts
make -C /OpenROAD-flow-scripts/flow DESIGN_CONFIG=/design/flow/config.mk WORK_HOME=/design/flow/orfs finish

==> job_summary.md <==
### Yosys + OpenROAD results

| Metric | Value |
|---|---|
| Result of the run | finished with violations |
| Violated checks | negative setup slack |
| Complex Gates by Area | 0.310 |
| Switching share of power | 0.333 |
| Standard cell with the maximum stage delay on the critical path | sky130_fd_sc_hd__or4_4 |
| Die ar. | 8100 um^2 |
| Diodes inserted | 0 |
| Dominant non-sequential cell family after synthesis | AND-OR/OR-AND gates |
| OpenROAD warning count | 37 |
| Width of the die | roughly 90 um |
| I/O pin count | 66 |
| Yosys warns | 4 |
| Cell count in the Yosys report | ~130 |
| Maximum number of pins on one net before global-route repair | 9 |
| Nature of the critical path startpoint | flip-flop |
| Number of filler instances in the final layout | around 420 |
| Synthesized registers | 11 |
| Slack of the critical path | -397 ps |
| Layout-stage area growth over the synthesis result | 115% |
| Combinational gate area | about 960 um^2 |
| Crit path largest cell delay | 540 ps |
| Upper clock frequency limit | just under 0.3 GHz |
| Worst hold path cell count | 2 |
| Average cell area after synthesis | 8.68 um^2 |
| Share of async-settable or async-resettable flops after synthesis | 0 |
| Post-synth area hogs | sky130_fd_sc_hd__dfxtp_1 (20%), sky130_fd_sc_hd__ha_1 (14%), sky130_fd_sc_hd__mux2_2 (6.2%) |
| Number of input and output port buffers inserted | 65 |
| Worst Skew | roughly 2.8 ps |
| Cell count after placement | 279 |
| FF-to-FF setup slack | 1500 ps |
| Logic depth of the worst path, buffers included | 11 |
| Final tally of hold violations | 0 |
| Worst Min Path Start | count.q[0] |
| DRC violation count after routing | 0 |
| Number of setup violations in the final report | 7 |
| Sequential share of the synthesized area | 0.203 |
| CP Data Required Time | approximately 2400 ps |
| Total net switching power | 0.000313 W |
| Unrepaired setup endpoints after global routing | yes |
| End point of the worst hold path | dec.y[3] |
| Fraction of post-synthesis cell area in the top cell type by area | 0.203 |
| Simple-Gate Fraction of Synth Area | 0.126 |
| Final Cell Area | between 2000 and 2500 um^2 |
| Synthesized netlist cell count | around 130 |
| Floorplan core area | between 4000 and 5000 um^2 |
| Via count of the first global-routing pass | between 1,000 and 1,500 |
| Crit-path most repeated cell | sky130_fd_sc_hd__ha_4 |
| Prevailing post-synth register cell | sky130_fd_sc_hd__dfxtp_1 |
| Relative slew slack | 0.762 |
| Multiplexer area fraction after synthesis | 0.122 |
| Unique cell type count in the Yosys netlist | 39 |
| Buffers and inverters on the worst path | 3 |
| CP Capture Type | output pin |
| Synth Area in XOR/XNOR | 0 |
| Aggregate global routing overflow | 0 |
| Slew at the pin closest to its max-slew limit | approximately 360 ps |
| Top cell type by total area after synthesis | sky130_fd_sc_hd__dfxtp_1 |
| Cell area after synthesis | 1080 um^2 |
| Die Y-Extent | approximately 90 um |
| List of most frequent post-synthesis cells | sky130_fd_sc_hd__inv_1 (17), sky130_fd_sc_hd__ha_1 (12), sky130_fd_sc_hd__dfxtp_1 (11) |
| Leakage | between 0.8 and 0.9 nW |
| Global-route wire length before repair | 7260 um |
| All-layer global routing usage | 0.104 |
| Overall routed net length | 4220 um |
| Instance area at placement | 2070 um^2 |
| Internal power | 0.000626 W |
| Type of the most critical hold path | reg2reg |
| Origin of the critical flop-to-flop path | count.q[0] |
| Total power density per cell area | 403 nW/um^2 |
| Violation tally from detailed-route iteration zero | 24 |
| Adder-Cell Fraction of Synth Area | 0.138 |
| YS chip area | between 1000 and 1500 um^2 |
| Worst Path Arrival | about 2800 ps |
| Number of sinks driven by the clock tree | 11 |
| Final critical delay including setup and external delays | roughly 3400 ps |
| Type of the worst setup path | reg2out |
| Worst flop-to-flop path endpoint | dec.y[7] |
| Clock insertion delay at the later pin of the skew report | approximately 230 ps |
| Remaining antenna violation count after routing | 0 |
| Library cell used as clock root buffer | sky130_fd_sc_hd__clkbuf_8 |
| Sequential Power Share | 0.174 |
| Avg Vias per Cell | 4.65 |
| Cell type group with the largest total delay on the critical path | simple AND/OR/NAND/NOR gates |
| FF-to-FF path depth | 5 |
| CTS H-tree lvls | 1 |
| Combinational power share | 0.676 |
| Number of antenna violations at the first check in global routing | 0 |
| Ratio of cells with drive above 1 in the final layout | 0.382 |
| Most frequent cell after synthesis | sky130_fd_sc_hd__inv_1 |
| Cell chain of the critical path | ha_4, ha_4, or4_4, or2_4, o22ai_4, inv_2, buf_4, ha_4, mux2_4, o211ai_2, buf_2 |
| Peak ir drop on the vdd network | 0.000259 V |
| Routability congestion estimate | slightly below 0.9 |
| Number of rows in the core area | 25 |
| Number of buffers on the longest clock path | 2 |
| Initial core utilization | 0.230 |
| Flip-flops with a built-in enable | 0 |
| Max-slew violation total from the final report | 0 |
| Final Non-Filler Cells | 292 |
| DRT Pass-1 Iters | 6 |
| TritonCTS Buffers | 3 |
| Average wire per cell in the routed design | approximately 14 um |
| TritonCTS clock tree | done |
| Max capacitance violation total | 0 |
| Sequential cell area in the final layout | 229 um^2 |
| Critical path peak fanout | 4 |
| Total vias in the final route | between 1,000 and 1,500 |
| Estimated wirelength of the detail-placed design | around 3400 um |
| Share of power burned in the clock network | 0.149 |
| Clock slew at the register clock pins of the worst setup and hold paths | approximately 50 ps |
| Tcrit/Tclk final | 1.13 |
## state kept, by name, summed over array words and instances (netlist names)
name and count:
dec.y 8, count.q 3
## worst min-delay path, stage by stage (launching register included)
cell,delay [ps]
sky130_fd_sc_hd__dfxtp_4,360
sky130_fd_sc_hd__buf_4,140
sky130_fd_sc_hd__nor2_1,50
## what timing repair did
| item | in CTS | in global routing |
|---|---|---|
| endpoints found under the hold margin | 0 | 0 |
| setup endpoints to repair | 8 | 8 |
| hold buffers | 0 | 0 |
| setup buffers | 10 | 0 |
| cloned | 0 | 0 |
| gates resized | 51 | 11 |
| pin swaps | 15 | 4 |
## power groups by stage
stage,combinational (W),sequential (W),clock (W)
5_1_grt,0.000697,0.000165,0.000154
6_report,0.000635,0.000164,0.000140
4_1_cts,0.000614,0.000164,0.000146
## logic make-up after synthesis
logic type      count (synthesis)
flops                          11
compound gates                 42
buf+inv                        23
fa+ha+maj                      12
mux                            12
simple gates                   25
## per-stage QoR
step	hold slack, ps	power (W)	worst slack [ps]	setup TNS, ps	utilization
after floorplan	472	0.000431	-147	-429	-
after global placement	593	0.000691	-589	-4250	0.439
after detailed placement	593	0.000690	-593	-4340	0.439
after CTS	600	0.000923	-389	-2170	0.490
after global routing	627	0.00102	-501	-2890	0.494
final	598	0.000939	-397	-2120	0.494
## cells in the final DEF, fill, tap and decap left out, types with 2 or more instances in the layout
cell	Yosys	layout
sky130_fd_sc_hd__a22o_1	2	2
sky130_fd_sc_hd__ha_4	0	9
sky130_fd_sc_hd__mux2_2	6	6
sky130_fd_sc_hd__clkbuf_2	0	2
sky130_fd_sc_hd__o21ai_4	0	2
sky130_fd_sc_hd__o221ai_2	0	2
sky130_fd_sc_hd__a221oi_1	3	3
sky130_fd_sc_hd__nand3_1	3	3
sky130_fd_sc_hd__nor2_1	6	6
sky130_fd_sc_hd__buf_4	0	28
sky130_fd_sc_hd__buf_6	3	6
sky130_fd_sc_hd__a211oi_1	2	2
sky130_fd_sc_hd__nand2_1	5	5
sky130_fd_sc_hd__buf_12	0	2
sky130_fd_sc_hd__dfxtp_4	0	2
sky130_fd_sc_hd__ha_1	12	3
sky130_fd_sc_hd__buf_2	0	6
sky130_fd_sc_hd__inv_1	17	13
sky130_fd_sc_hd__o211ai_1	4	4
sky130_fd_sc_hd__clkdlybuf4s50_1	0	57
sky130_fd_sc_hd__a22oi_1	2	2
sky130_fd_sc_hd__mux2i_1	5	5
sky130_fd_sc_hd__dfxtp_1	11	8
sky130_fd_sc_hd__clkbuf_8	0	3
sky130_fd_sc_hd__a21oi_1	4	4
sky130_fd_sc_hd__inv_4	0	3
sky130_fd_sc_hd__o21ai_1	1	3
sky130_fd_sc_hd__a221o_1	2	2
sky130_fd_sc_hd__o22ai_4	1	3
sky130_fd_sc_hd__a222oi_1	4	4
sky130_fd_sc_hd__nor4_1	2	2
## layer usage
metal / up-vias / track usage / share of wire
met5: - / 0 / 0
met4: 0 / 0.00796 / 0.00071
met3: 2 / 0.0243 / 0.063
met2: 47 / 0.174 / 0.50
met1: 625 / 0.137 / 0.44
li1: 684 / - / -
## how the worst max path moves through the flow
stage / from / endpoint / slack [ps]
after CTS: count.q[0] / segs_n[5] / -390
final: count.q[0] / segs_n[5] / -400
after global routing: count.q[0] / segs_n[5] / -500
## cell type report
type,instances,share of cell area
clock buffer,4,0.0193
inverter,17,0.0306
multi-input combinational,91,0.411
sequential,11,0.0982
tap,67,0.0359
timing repair buffer,102,0.405
Power figures rest on the tool's default switching activity, not on a simulated workload.
